<file path="/design/flow/config.mk">
export PLATFORM = sky130hd
export DESIGN_NAME = fu_op_remsi
export DESIGN_NICKNAME = fu_op_remsi
export VERILOG_FILES = /design/flow/design.v
export SDC_FILE = /design/flow/constraint.sdc
export NUM_CORES = 4
export LEC_CHECK = 1
export CORE_UTILIZATION = 30
export SYNTH_HDL_FRONTEND = slang
</file>
<file path="/design/flow/run.sh">
#!/bin/bash
# OpenROAD 26Q1-2900-gdf79404cd8, Yosys 0.63+post, stock flow scripts
make -C /OpenROAD-flow-scripts/flow DESIGN_CONFIG=/design/flow/config.mk WORK_HOME=/design/flow/orfs finish
</file>
<file path="/design/flow/constraint.sdc">
current_design fu_op_remsi

set clk_period 10.7
set clk_io_pct 0.2

create_clock -name clk0 -period $clk_period [get_ports {clk}]

set non_clock_inputs [all_inputs -no_clocks]
set_input_delay [expr $clk_period * $clk_io_pct] -clock clk0 $non_clock_inputs
set_output_delay [expr $clk_period * $clk_io_pct] -clock clk0 [all_outputs]
</file>
<file path="/design/flow/design.v">
package mem_ctrl_pkg;
  typedef enum logic [1:0] {
    DMA_DIR_SPM_TO_L2   = 2'b00,
    DMA_DIR_L2_TO_SPM   = 2'b01,
    DMA_DIR_SPM_TO_DRAM = 2'b10,
    DMA_DIR_DRAM_TO_SPM = 2'b11
  } dma_dir_t;
  typedef struct packed {
    logic [31:0] addr;
    logic [31:0] data;
    logic        wr_en;       
    logic [3:0]  core_id;     
    logic [7:0]  req_id;      
  } mem_req_t;
  typedef struct packed {
    logic [31:0] data;
    logic [3:0]  core_id;
    logic [7:0]  req_id;
    logic        error;
  } mem_resp_t;
  typedef struct packed {
    logic [31:0] src_addr;
    logic [31:0] dst_addr;
    logic [15:0] length;       
    logic [1:0]  direction;    
    logic [3:0]  src_core_id;
    logic [3:0]  dst_core_id;
  } dma_cmd_t;
endpackage : mem_ctrl_pkg
module fu_op_remsi #(
  parameter int unsigned WIDTH = 32
) (
  input  logic                clk,
  input  logic                rst_n,
  input  logic [WIDTH-1:0]    in_data_0,
  input  logic                in_valid_0,
  output logic                in_ready_0,
  input  logic [WIDTH-1:0]    in_data_1,
  input  logic                in_valid_1,
  output logic                in_ready_1,
  output logic [WIDTH-1:0]    out_data,
  output logic                out_valid,
  input  logic                out_ready
);
  typedef enum logic [1:0] {
    ST_IDLE    = 2'd0,
    ST_COMPUTE = 2'd1,
    ST_DONE    = 2'd2
  } state_t;
  state_t state_r, state_next;
  localparam int unsigned CNT_WIDTH = $clog2(WIDTH + 1);
  logic [CNT_WIDTH-1:0] cnt_r, cnt_next;
  logic [WIDTH-1:0]   quotient_r,  quotient_next;
  logic [WIDTH:0]     remainder_r, remainder_next;
  logic [WIDTH-1:0]   divisor_r,   divisor_next;
  logic               negate_r_r,  negate_r_next;
  logic inputs_valid;
  assign inputs_valid = in_valid_0 & in_valid_1;
  assign in_ready_0   = (state_r == ST_IDLE) & inputs_valid;
  assign in_ready_1   = (state_r == ST_IDLE) & inputs_valid;
  assign out_valid = (state_r == ST_DONE);
  logic [WIDTH-1:0] abs_a;
  logic [WIDTH-1:0] abs_b;
  logic              a_neg;
  logic              b_neg;
  always_comb begin : abs_compute
    a_neg = in_data_0[WIDTH-1];
    b_neg = in_data_1[WIDTH-1];
    abs_a = a_neg ? (~in_data_0 + {{(WIDTH-1){1'b0}}, 1'b1}) : in_data_0;
    abs_b = b_neg ? (~in_data_1 + {{(WIDTH-1){1'b0}}, 1'b1}) : in_data_1;
  end : abs_compute
  always_comb begin : next_state_logic
    state_next     = state_r;
    cnt_next       = cnt_r;
    quotient_next  = quotient_r;
    remainder_next = remainder_r;
    divisor_next   = divisor_r;
    negate_r_next  = negate_r_r;
    case (state_r)
      ST_IDLE: begin : idle_case
        if (inputs_valid) begin : start_div
          if (in_data_1 == {WIDTH{1'b0}}) begin : div_by_zero
            quotient_next  = {WIDTH{1'b0}};
            remainder_next = {(WIDTH + 1){1'b0}};
            state_next     = ST_DONE;
          end : div_by_zero
          else begin : start_compute
            quotient_next  = abs_a;
            remainder_next = {(WIDTH + 1){1'b0}};
            divisor_next   = abs_b;
            negate_r_next  = a_neg;
            cnt_next       = {CNT_WIDTH{1'b0}};
            state_next     = ST_COMPUTE;
          end : start_compute
        end : start_div
      end : idle_case
      ST_COMPUTE: begin : compute_case
        logic [WIDTH:0] trial_sub;
        logic [WIDTH:0] shifted_rem;
        shifted_rem = {remainder_r[WIDTH-1:0], quotient_r[WIDTH-1]};
        trial_sub   = shifted_rem - {1'b0, divisor_r};
        if (!trial_sub[WIDTH]) begin : sub_positive
          remainder_next = trial_sub;
          quotient_next  = {quotient_r[WIDTH-2:0], 1'b1};
        end : sub_positive
        else begin : sub_negative
          remainder_next = shifted_rem;
          quotient_next  = {quotient_r[WIDTH-2:0], 1'b0};
        end : sub_negative
        if (cnt_r == CNT_WIDTH'(WIDTH - 1)) begin : last_iter
          state_next = ST_DONE;
        end : last_iter
        else begin : more_iters
          cnt_next = cnt_r + {{(CNT_WIDTH-1){1'b0}}, 1'b1};
        end : more_iters
      end : compute_case
      ST_DONE: begin : done_case
        if (out_ready) begin : transfer_out
          state_next = ST_IDLE;
        end : transfer_out
      end : done_case
      default: begin : default_case
        state_next = ST_IDLE;
      end : default_case
    endcase
  end : next_state_logic
  always_ff @(posedge clk) begin : state_update
    if (!rst_n) begin : reset_block
      state_r     <= ST_IDLE;
      cnt_r       <= {CNT_WIDTH{1'b0}};
      quotient_r  <= {WIDTH{1'b0}};
      remainder_r <= {(WIDTH + 1){1'b0}};
      divisor_r   <= {WIDTH{1'b0}};
      negate_r_r  <= 1'b0;
    end : reset_block
    else begin : normal_block
      state_r     <= state_next;
      cnt_r       <= cnt_next;
      quotient_r  <= quotient_next;
      remainder_r <= remainder_next;
      divisor_r   <= divisor_next;
      negate_r_r  <= negate_r_next;
    end : normal_block
  end : state_update
  logic [WIDTH-1:0] abs_remainder;
  assign abs_remainder = remainder_r[WIDTH-1:0];
  assign out_data = negate_r_r
                    ? (~abs_remainder + {{(WIDTH-1){1'b0}}, 1'b1})
                    : abs_remainder;
endmodule : fu_op_remsi
</file>
==> summary.txt <==
The full implementation flow was run.

The run finished with clean final reports. The power density over the cells stands at roughly 110 nW/µm². Clock tree synthesis selected as its root buffer the cell clkbuf_16. The reported net switching power stands at slightly below 0.3 mW. STA classifies the critical path endpoint as an output port. The mapped netlist covers 7850 µm².

The required arrival time at the worst endpoint stands at between 8 and 9 ns. The number of buffers inserted by port buffering stands at roughly 100. The design internal power stands at between 0.7 and 0.8 mW. The number of cell instances after yosys synthesis stands at between 900 and 1k. For this run, the total global-route usage over all layers was measured as about 16%. In the final routing, the length of wire on met1 measures roughly 10000 µm.

The amount of wire on met2 after detailed routing stands at roughly 9000 µm. The maximum cell stage delay along the critical path stands at around 0.52 ns. Counting stages on the worst path, the most repeated cell is or3_1. The portion of the post-synthesis area used by sequential elements stands at a little over a quarter.

The number of max-slew violations in the final report stands at 0. The count of hold-fix buffers inserted at cts stands at 0. The post-layout instance area stands at ~9600 µm².

Together, buffers and inverters on the worst path number 2. The diode insertion count for antenna repair stands at 0. The number of rows in the core area stands at 58.

After synthesis, the netlist uses 64 different library cells. The core utilization at floorplan stands at between 30% and 40%. Measured along the y axis, the die boundary spans roughly 160 µm. The worst reg-to-reg path cell count stands at 12. The iteration count recorded for the first detailed-route pass is 5. The count of pins on the block boundary stands at 104. The worst setup path is launched from a flip-flop. The max-slew headroom at the worst pin stands at roughly two fifths. The worst hold path cell count stands at 2. Checking hold timing, the worst path is listed with class flip-flop to flip-flop. Power comes to about 1.1 mW.

In the final run the clock tree shows a worst skew of between 0.01 and 0.015 ns. The core area stands at 25400 µm². In this run the critical path is formed by inv_1 > ha_1 > nand3b_1 > nand2b_1 > or3_1 > or2_2 > or3_1 > o21ai_0 > xnor2_1 > clkdlybuf4s50_1. Averaged over all synthesized cells, the footprint is about 8 µm². The post-route minimum period stands at between 5 and 6 ns.

The clock tree buffer depth stands at 2. The weighted congestion reported at the end of routability-driven placement stands at about 0.87. The number of levels the H-tree was split into stands at 3.

The flip-flop and latch area stands at approximately 2100 µm². TritonCTS built the clock tree. The total cell area reported by yosys after synthesis stands at approximately 8000 µm². The highest layer touched by signal routing is met5.

For this block, the routed nets add up to 20280 µm of wire. After filler insertion, the fill cell instance count of the layout stands at roughly 2.6k. Per the synth stats, the flop cell with the highest instance count is dfxtp_1. Once synthesis finished, the tally of register bits stood at 106.

The number of global-route vias before repair was about 6.7k. The accumulated negative setup slack stands at 0 ns. Walking the critical path from launch to capture passes 10 cell instances. The data arrival time at the worst-slack endpoint stands at ~3.6 ns. The global-route wire length before repair stands at around 33000 µm. The layout summary lists the proportion of cells stronger than drive strength 1 as 5.000%. The leakage component of the power was reported as 3.681 nW. The largest net degree at the start of global routing stands at 58. The pin slew with the least headroom to its limit stands at between 0.9 and 1 ns. The top-area cell type share of the netlist area stands at roughly 27%. After floorplanning, the die was sized to cover between 20000 and 30000 µm². Per the detailed placement report, the placed cell area equals ~9200 µm². The die is ~160 µm wide. The initial antenna violation count came to 1. The script logs the ratio of routed vias to standard cells as around 5.2. The HPWL reported at the end of detailed placement stands at approximately 16000 µm.

The post-CTS setup buffer count stands at 0. The maximum VDD drop stands at ~0.00008 V. The highest clock frequency the design can meet stands at 173.1 MHz. For reference, the most critical setup path is categorized as flip-flop to output port. By count the netlist is led by nand2_1, dfxtp_1, xnor2_1. The fraction of power consumed by sequential logic stands at between 30% and 40%. After synthesis, the share of flip-flops with an asynchronous set or reset is 0%. The signed area change from the synthesized netlist to the final layout stands at 22.19%. The clock network burns between 30% and 40% of the power. The highest net fanout along the worst path stands at 5. In this run the remaining antenna-violating nets after routing total 0. TritonRoute output was used to compute an average wire per cell of about 15 µm. Counting the warning lines in the Yosys log gives 0.

The script parses the final routing iteration and logs DRC violations as 0. Per the finish-stage timing summary, setup violations number 0. The leftover overflow at the end of global routing stands at 0.

The number of gates resized after CTS stands at 0. In this run, synthesis inferred 0 flip-flops with an integrated enable. The final clock period utilization by the worst path stands at 54.00%.

The via count stands at just over 7k. On the critical path, the stage with the largest delay is an instance of clkdlybuf4s50_1. In the post-synthesis netlist, the cell with the most instances is nand2_1. Summed over all instances, the cell type with the most area after synthesis is dfxtp_1.

In the CTS report, the clock slew at the register clock pins of the worst setup and hold paths is listed as 0.07 ns. Clock latency on the worst-skew pair, taken at its later pin, is 0.36 ns. The number of warnings in the stage logs stands at 25. The instance tally after logic synthesis stands at about 1000.

Per the log, the first TritonRoute iteration ended with a DRC count of approximately 430. Across the run, the number of max-cap violations was 0. According to the CTS report, the clock sink count is around 110.

In the final layout, the multi-input gates occupy between 5000 and 6000 µm². Setup repair after global routing left no endpoint under its margin. The hold violation total from the final report stands at 0.

The combinational share of power stands at between 20% and 30%. Summed over all nets, wire length on met3 after detailed routing comes to between 900 and 1000 µm. Per the breakdown, switching nets consume between 20 and 30% of all power. Grouping stages by cell kind, the critical path spends the most delay in simple AND/OR/NAND/NOR gates. The number of buffers inserted during clock tree synthesis stands at 9.

The main area contributors are dfxtp_1, xnor2_1, ha_1.
[worst register-to-register path: cells and delay by family (launching register included)]
family | cells | cell delay, ns
AOI/OAI and AO/OA | 6 | 1.73
DFF | 1 | 0.42
buffers and inverters | 2 | 0.58
xor gates and xnor gates | 1 | 0.16
and+or+nand+nor | 2 | 0.33
adders and majority gates | 1 | 0.46
[final timing paths]
check	end	slack, ns	startpoint
worst max register to register	remainder_r[1]	6.91	remainder_r[0]
worst min-delay path	divisor_r[17]	0.45	divisor_r[17]
worst max-delay path	out_data[30]	4.92	remainder_r[0]
worst min register to register	divisor_r[17]	0.45	divisor_r[17]
[power groups by stage]
stage	Sequential, mW	Clock [mW]	Combinational (mW)
CTS	0.422	0.425	0.245
global route	0.424	0.441	0.272
finish	0.422	0.416	0.245
[logic make-up after synthesis]
logic type | after synthesis | synth area share (%)
AND-OR/OR-AND | 294 | 26.51
AND/OR/NAND/NOR | 293 | 18.76
XOR/XNOR | 120 | 13.39
buffers and inverters | 107 | 5.260
flip-flops | 106 | 27.03
adder cells (fa/ha/maj) | 37 | 5.993
multiplexers | 24 | 3.060
[layout make-up]
type	instances	area share, %
Clock buffer	10	2.492
Clock inverter	6	1.435
Inverter	54	2.113
Multi-Input combinational cell	768	55.77
Sequential cell	106	22.12
Tap cell	330	4.305
Timing Repair Buffer	116	11.77
[per-layer routing]
layer | vias to the layer above | track usage (%)
met5 | - | 0
met4 | 2 | 1.599
met3 | 17 | 1.957
met2 | 163 | 24.81
met1 | 3282 | 23.45
li1 | 3713 | -
[sequential cells by signal, indices dropped and copies added, names as in the netlist]
register,flops
cnt_r,6
divisor_r,32
negate_r_r,1
quotient_r,32
remainder_r,32
state_r,3
[metrics by stage]
stage               std cells  hold slack, ns  utilization (%)  setup WS (ns)
finish                   1390          0.4544            37.76          4.922
global route             1390          0.5028            37.76          4.732
CTS                      1390          0.4566            37.76          4.895
detailed placement       1374          0.4461            36.28          5.035
global placement         1374          0.4429            36.28          5.025
floorplan                 981          0.4319                -          5.903
[layout by cell type, fill, tap and decap left out, drive strengths merged, types with 4 or more instances in the layout]
| cell type | n |
|---|---|
| nand3b | 4 |
| nor2 | 47 |
| or3 | 17 |
| o21ai | 83 |
| mux2i | 24 |
| nand4 | 10 |
| clkbuf | 10 |
| nor3 | 11 |
| nand3 | 8 |
| nand2 | 110 |
| o21a | 5 |
| o211ai | 6 |
| dfxtp | 106 |
| xnor2 | 82 |
| o41ai | 13 |
| buf | 13 |
| clkdlybuf4s50 | 103 |
| a21boi | 7 |
| a211oi | 16 |
| a222oi | 26 |
| and2 | 6 |
| a32oi | 6 |
| or4 | 12 |
| a21oi | 45 |
| inv | 54 |
| or2 | 8 |
| a31oi | 6 |
| nand2b | 17 |
| nor4 | 5 |
| o31ai | 26 |
| bufinv | 4 |
| o21bai | 4 |
| o211a | 15 |
| ha | 36 |
| xor2 | 38 |
| a21o | 12 |
| nor2b | 32 |
Power and IR drop assume default switching activity.
